`/design/flow/design.v`:
```
`timescale 1ns / 1ps
module xregf (
	      input                    clk,
	      input                    sel,
	      input                    we,
	      input [4-1:0] addr,
	      input [32-1:0]      data_in,
	      output [32-1:0]     data_out
	      );
   reg [32-1:0]                   regf [2**4-1:0];
   assign data_out = sel? regf[addr] : 32'h0;
   always @ (posedge clk)
      if (sel && we)
	 regf[addr] <= data_in;
endmodule
```
`/design/flow/run.sh`:
```
#!/bin/bash
# OpenROAD 26Q1-2900-gdf79404cd8, Yosys 0.63+post, stock flow scripts
make -C /OpenROAD-flow-scripts/flow DESIGN_CONFIG=/design/flow/config.mk WORK_HOME=/design/flow/orfs finish
```
`/design/flow/config.mk`:
```
export PLATFORM = sky130hd
export DESIGN_NAME = xregf
export DESIGN_NICKNAME = xregf
export VERILOG_FILES = /design/flow/design.v
export SDC_FILE = /design/flow/constraint.sdc
export NUM_CORES = 4
export LEC_CHECK = 1
export CORE_UTILIZATION = 50
```
`/design/flow/constraint.sdc`:
```
current_design xregf

set clk_period 5.5
set clk_io_pct 0.2

create_clock -name clk0 -period $clk_period [get_ports {clk}]

set non_clock_inputs [all_inputs -no_clocks]
set_input_delay [expr $clk_period * $clk_io_pct] -clock clk0 $non_clock_inputs
set_output_delay [expr $clk_period * $clk_io_pct] -clock clk0 [all_outputs]
```
==> commit_impl_results.txt <==
Update PnR metrics after Yosys + OpenROAD run

- In this run the cell area of the synthesized design comes to 19700 um2.
- FF/Latch Area: roughly 15000 um2
- Register with the most flip-flops: regf
- The flow measured a signed area growth from synthesis to layout of 15.6%.
* Nature of the critical path endpoint: output port
- The layout has ~2800 filler cells.
* Startpoint-to-endpoint class of the critical path: input pin to output port
- Seq cells post-synth: 512
* Global-route wire length before repair: 62.5 mm
- Highest attainable clock frequency: 0.205 GHz
* DRT iter0 DRCs: 426
- Remaining max-slew budget at the tightest pin: 43.8%
* Hold crit path type: input pin to register
* Share of post-route cells with drive strength above 1: a little under a quarter
- The most critical setup path has its endpoint at data_out[0].
- Cells on Worst Hold Path: 1
- After detailed routing, the total wire length is 41.7 mm.
- Post-synthesis instance total: 919
* Vias in the first global route: about 10000
- From left edge to right edge, the die measures 201 um.
- The report lists the number of cells resized after CTS as 0.
- The gate-level netlist out of Yosys references 26 unique cell types.
* Critical Path Start Type: input pin
- Top library cells by usage in the layout, fill and taps aside: 512 x sky130_fd_sc_hd__edfxtp_1, 68 x sky130_fd_sc_hd__clkdlybuf4s50_1, 64 x sky130_fd_sc_hd__mux2i_1, 64 x sky130_fd_sc_hd__mux2_2, 57 x sky130_fd_sc_hd__mux4_2
- For this design the ratio of total power to cell area is 360 nW/um2.
- Area figure in the yosys stat output: 19700 um2
* Slack of the critical path: 0.633 ns
- Status: finished clean
- The average instance in the mapped netlist occupies 21.4 um2.
- For reference, the final report shows the max-slew violation count at 0.
- Max Fanout on Critical Path: 21
- Sequential area share after synthesis: 78.0%
* Clock tree root driver cell: sky130_fd_sc_hd__clkbuf_16
- The final weighted congestion recorded by global placement is a little over 0.8.
- Antenna cell count: 0
- TritonCTS built the clock tree.
- The worst path needs 4.87 ns of the cycle, external delays included.
- The initial antenna violation count came to 1.
* Req. time, crit path: about 4.4 ns
- Clock Path Buffers: 3
- Sink Count: approximately 500
- The routed layout has approximately 9300 vias.
* Slew at the pin closest to its max-slew limit: between 0.8 and 0.9 ns
- Entering global routing, the biggest net connects 78 pins.
- In this run the full chip footprint comes out at 40200 um2.
- Biggest registers after layout: regf (512)
* Std-Cell Core Area: 38700 um2
- Pre-CTS WS: 0.591 ns
* Combined area of the multi-input logic cells: 4080 um2
- Max-capacitance violation count: 0
- Warning total across the stage logs: 25
- Data arrives at the worst endpoint at 3.77 ns.
* DRC Markers: 0
- The wire-length estimate of the detail-placed layout is about 22 mm.
* Number of flip-flops under the largest register name: a little over 500
- Buffers added to address setup during post-CTS repair amount to 0.
* Clock-pin slew of the registers on the worst-case setup and hold paths: ~0.06 ns
- During I/O placement, the number of pins put on the boundary was 71.
- Per the final timing report, the hold violations number 0.
- GRT Total Usage: 24.0%
- The power report puts the leakage power at 7.29 nW.
- Number of H-tree levels: 2
- Total cells reported by yosys after synthesis: between 900 and 1000
- Once the floorplan was initialized, standard cells occupied between 50% and 60% of the core.
* Count of port buffers added during placement: roughly 70
- Setup repair after global routing left no endpoint under its margin.
- Global routing finished with a remaining overflow of 0.
- Top logic cell by instance count in the layout: sky130_fd_sc_hd__edfxtp_1
* Final-report setup violation count: 0
* Wire length per cell: 26.4 um
* Hold buffers post-CTS: 0
- Synth Warn #: 1
* Beginning of the critical path: addr[3]
- Number of clock buffers inserted by TritonCTS: 52
- The highest supply drop recorded on VDD is 0.264 mV.
- Routed via count divided by cell count: 5.88
- Core Rows: 72
- In this run the remaining antenna-violating nets after routing total 0.
- The first TritonRoute pass finished after 4 iterations.
- Final Cycle Share: 88.5%
- The die is 201 um tall.
- Total Negative Setup Slacks: 0 ns
## final cells by class
type	count	area share (%)
Tap cell	518	2.84
Timing Repair Buffer	105	4.46
Clock buffer	70	6.10
Sequential cell	512	67.5
Multi-Input combinational cell	351	17.9
Clock inverter	25	1.22
## worst max-delay path, stage by stage
cell,delay (ns)
sky130_fd_sc_hd__clkdlybuf4s50_1,0.59
sky130_fd_sc_hd__or2b_2,0.71
sky130_fd_sc_hd__buf_4,0.35
sky130_fd_sc_hd__o22ai_1,0.12
sky130_fd_sc_hd__o31ai_1,0.35
sky130_fd_sc_hd__clkdlybuf4s50_1,0.53
## cells in the mapped netlist (all sizes together)
| cell type | instances | area, um2 |
|---|---|---|
| a22o | 32 | 280 |
| a22oi | 32 | 240 |
| and3 | 1 | 6.26 |
| and3b | 1 | 8.76 |
| buf | 40 | 324 |
| clkbuf | 16 | 60.1 |
| edfxtp | 512 | 15400 |
| mux2 | 64 | 721 |
| mux2i | 64 | 641 |
| mux4 | 64 | 1470 |
| nand2 | 3 | 11.3 |
| nand2b | 3 | 18.8 |
| nand4 | 1 | 6.26 |
| nand4b | 2 | 17.5 |
| nor2 | 13 | 48.8 |
| nor2b | 1 | 6.26 |
| nor3 | 4 | 20.0 |
| o22ai | 32 | 200 |
| o31ai | 32 | 240 |
| or2b | 1 | 7.51 |
| or3 | 1 | 6.26 |
## stage by stage
stage / power, W / instance area, um2 / hold slack [ns] / util [%] / cells
after floorplan: 0.00465 / 19700 / 1.20 / - / 919
after global placement: 0.00484 / 21100 / 2.01 / 54.5 / 1486
after detailed placement: 0.00484 / 21100 / 2.05 / 54.5 / 1486
after CTS: 0.00829 / 22800 / 1.41 / 58.8 / 1581
after global routing: 0.00846 / 22800 / 1.46 / 58.8 / 1581
final: 0.00821 / 22800 / 1.43 / 58.8 / 1581
## power breakdown
group / internal [W] / switching (W)
logic: 0.000182 / 0.000222
clock network: 0.00205 / 0.00140
registers: 0.00434 / 0.00000870
## per-layer routing
| layer | vias to the layer above | global-route usage (%) | routed length, um |
|---|---|---|---|
| met5 | - | 0 | 11 |
| met4 | 2 | 4.93 | 1100 |
| met3 | 89 | 12.1 | 4690 |
| met2 | 445 | 35.4 | 20300 |
| met1 | 4673 | 37.0 | 15600 |
| li1 | 4090 | - | - |
## cell families after synthesis
group / Yosys count / share of synthesized area (%)
compound gates: 128 / 4.88
buf+inv: 56 / 1.95
flops: 512 / 78.0
mux: 192 / 14.4
simple gates: 31 / 0.800
## worst min-delay path by stage
stage	startpoint	to	slack, ns
CTS	data_in[25]	regf[14][25]	1.41
global route	data_in[20]	regf[1][20]	1.46
finish	data_in[25]	regf[14][25]	1.43
No activity file was given, so power comes from the tool's default toggle rates.
