$ cat flow/constraint.sdc
current_design xctrl

set clk_period 12.3
set clk_io_pct 0.2

create_clock -name clk0 -period $clk_period [get_ports {clk}]

set non_clock_inputs [all_inputs -no_clocks]
set_input_delay [expr $clk_period * $clk_io_pct] -clock clk0 $non_clock_inputs
set_output_delay [expr $clk_period * $clk_io_pct] -clock clk0 [all_outputs]
$ cat flow/design.v
`timescale 1ns / 1ps
module xctrl (
	      input                    clk,
	      input                    rst,
	      output reg [10-2:0] pc,
	      input [32-1:0]     instruction,
	      output                   mem_sel,
	      output                   mem_we,
	      output reg [10-1:0] mem_addr,
	      input [32-1:0]      mem_data_from,
	      output [32-1:0]     mem_data_to
	      );
   wire [4-1 :0] 		  opcode;
   wire signed [32-1:0] 		  imm;
   reg [32-1:0] 			  operand;
   reg [32-1:0] 			  regA;
   reg [32-1:0] 			  regB;
   reg [2:0]                              regC;
   reg [32-1:0]                      alu_result;
   reg                                    alu_carry;
   reg                                    alu_overflow;
   reg                                    alu_negative;
   wire                                   load_imm_ops = (opcode == 6 || opcode == 7);
   wire                                   load_mem_ops = (opcode == 8 || opcode == 10);
   wire                                   load_ops = load_imm_ops | load_mem_ops;
   wire                                   store_mem_ops = (opcode == 9 || opcode == 11);
   wire                                   alu_imm_ops = (opcode == 0 || opcode == 3);
   wire                                   alu_arith_ops  = (opcode == 0 || opcode == 1 || opcode == 2);
   wire                                   alu_logic_ops  = (opcode == 4 || opcode == 5);
   wire                                   alu_mem_ops  = (alu_arith_ops && opcode != 0) || alu_logic_ops;
   wire                                   alu_ops  = alu_imm_ops | alu_logic_ops | alu_arith_ops ;
   wire                                   imm_ops = load_imm_ops | alu_imm_ops;
   wire                                   branch_ops = (opcode == 12 || opcode == 14 || opcode == 13 || opcode == 15);
   assign opcode  = instruction[32-1 -: 4];
   assign imm  = (opcode == 7)?                 
                 {instruction[32/2-1:0], regA[32/2-1:0]} :
                 { { (32-28) {instruction[28-1]} }, instruction[28-1:0]};
   assign mem_sel = (store_mem_ops | load_mem_ops | alu_mem_ops) && mem_addr != (512+2**4) && mem_addr != (512+2**4+1);
   assign mem_we = store_mem_ops;
   assign mem_data_to = regA;
   always @ * begin
      if(opcode == 10 || opcode == 11)
        mem_addr = regB[10-1:0];
      else
        mem_addr = imm[10-1:0];
   end
   always @ * begin
      operand = 0;
      if(load_ops || alu_ops) begin
         if (mem_addr == ((512+2**4)))
           operand = regB;
         else if (mem_addr == ((512+2**4+1)))
	   operand = regC | 0;
         else if (imm_ops)
           operand = imm;
         else if (mem_sel)
           operand = mem_data_from;
      end
   end
   always @(posedge clk, posedge rst)
      if(rst)
        pc  <= 0;
      else begin
         pc <= pc + 1'b1;
         if (opcode == 12 && regA == 0) begin 
	    pc <= imm[10-1:0];
         end else if (opcode == 14 && regA != 0) begin
	    pc <= imm[10-1:0];
         end else if (opcode == 13 && regA == 0) begin 
	    pc <= regB[10-1:0];
         end else if (opcode == 15 && regA != 0) begin
	    pc <= regB[10-1:0];
         end
      end
   always @(posedge clk, posedge rst)
      if(rst)
        regA <= 0;
      else if (load_ops)
	regA <= operand;
      else if(alu_ops)
	regA <= alu_result;
      else if(branch_ops)
        regA <= regA-1'b1;
   always @(posedge clk, posedge rst)
     if(rst)
       regB <= 0;
     else if (mem_addr == (512+2**4) && mem_we) 
       regB <= regA;
   always @(posedge clk, posedge rst)
      if(rst)
        regC <= 3'b0;
      else if (alu_ops)
        regC <= {alu_negative, alu_overflow, alu_carry};
   reg [32-1:0] carry_res_n_1;
   reg               carry_res_n;
   reg [32-1:0] adder_res;
   always @*
     if(opcode == 2)
       carry_res_n_1 = {1'b0, regA[32-2:0]} - {1'b0,operand[32-2:0]};
     else
       carry_res_n_1 = {1'b0, regA[32-2:0]} + {1'b0,operand[32-2:0]};
   always @*
     if(opcode == 2)
       carry_res_n = (regA[32-1] & ~operand[32-1]) +  (regA[32-1] ^ ~operand[32-1]) & carry_res_n_1[32-1];
     else
       carry_res_n = (regA[32-1] & operand[32-1]) +  (regA[32-1] ^ operand[32-1]) & carry_res_n_1[32-1];
   always @*
     if(opcode == 2)
       adder_res = carry_res_n_1 + {regA[32-1], {32-1{1'b0}}} - {operand[32-1],{32-1{1'b0}}};
     else
       adder_res = carry_res_n_1 + {regA[32-1], {32-1{1'b0}}} + {operand[32-1],{32-1{1'b0}}};
   wire [32-1:0] and_res = regA & operand;
   wire [32-1:0] xor_res = regA ^ operand;
   always @* begin
      alu_result = 0;
      alu_carry = 0;
      alu_negative = 0;
      alu_overflow = 0;
      if(alu_arith_ops) begin
         alu_result = adder_res[32-1:0];
         alu_carry = carry_res_n;
         alu_overflow = carry_res_n ^ carry_res_n_1[32-1];
         alu_negative = adder_res[32-1];
      end else if(opcode == 3)
        if(operand[32-1]) begin  
           alu_result = regA << 1;
           alu_carry = regA[32-1];
           alu_overflow = regA[32-1] ^ regA[32-2];
           alu_negative = regA[32-2];
        end else begin  
           alu_result = {regA[32-1], regA[32-1:1]};
           alu_carry = 0;
           alu_overflow = 0;
           alu_negative = regA[32-1];
        end
      else if(opcode == 4) begin
         alu_result = and_res;
         alu_carry = 0;
         alu_negative = and_res[32-1];
         alu_overflow = 0;
      end
      else if(opcode == 5) begin
         alu_result = xor_res;
         alu_carry = 0;
         alu_negative = xor_res[32-1];
         alu_overflow = 0;
      end   
   end
endmodule
$ cat flow/run.sh
#!/bin/bash
# OpenROAD 26Q1-2900-gdf79404cd8, Yosys 0.63+post, stock flow scripts
make -C /OpenROAD-flow-scripts/flow DESIGN_CONFIG=/design/flow/config.mk WORK_HOME=/design/flow/orfs finish
$ cat flow/config.mk
export PLATFORM = sky130hd
export DESIGN_NAME = xctrl
export DESIGN_NICKNAME = xctrl
export VERILOG_FILES = /design/flow/design.v
export SDC_FILE = /design/flow/constraint.sdc
export NUM_CORES = 4
export LEC_CHECK = 1
export CORE_UTILIZATION = 30
==> results.txt <==
Status: completed
Post-synthesis to final-layout area growth: 18.0%
Number of hold buffers added after CTS: 0
DRC: 0
Synthesized area: 10,600 um2
Routed Wire Length: 46.3 mm
Comb power frac: 57.6%
FF+latch area: 1900 um2
Peak ir drop on the vdd network: 81.9 uV
Worst reg-to-reg path cell count: 23
Total via count after detailed routing: 11,800
Netlist cell types: 90
GRT Overall Usage: 26.3%
Final Max Tran Viols: 0
Static leakage: 5.36 nW
Critical path capture point: regC[1]
Number of buffers added by the clock tree synthesis step: 9
Arrival time at the worst endpoint: 10.55 ns
Internal portion of total power: 0.868 mW
Number of rows created at floorplan: 68
Slew of the pin with the lowest slew margin: 0.914 ns
Number of antenna violations at the first check in global routing: 1
Insertion delay of the later-clocked pin in the worst-skew pair: 0.37 ns
Maximum number of pins on one net before global-route repair: 59
Routed length per placed instance: 23.5 um
Worst path required time: 12.54 ns
Power Dens Cells: 130 nW/um2
Via count of the first global-routing pass: 10,900
Mean post-synth cell area: 7.29 um2
Register share of total power: 24.3%
Area share of the largest cell type after synthesis: 18.0%
Floorplan die area: 36,000 um2
Final antenna diode count: 0
CTS H-tree lvls: 3
Achievable frequency: 97.0 MHz
Main flop type: dfrtp_1
Reg-to-reg slack, setup: 5.05 ns
Final Worst Setup Slack: 1.99 ns
Post-synthesis sequential area ratio: 18.0%
Die boundary height: 190 um
Highest fanout seen on the critical path: 51
Startpoint type of the worst setup path: input port
Commonest cells after routing, fill and taps aside: nand2_1 (190), a21oi_1 (141), nor2_1 (131)
Vias per cell: 5.98
Top-level I/O count: 119
Type of the setup path with the least slack: in2reg
Worst hold path type: reg2reg
Port Buffers: 118
Effective utilization at floorplan: 30.6%
FFs w/ async S/R, synth: 100%
Switching Share: 46.5%
Filler cell count: 3,591
Cell type with the largest total area after synthesis: dfrtp_1
Antenna viol nets, final: 0
Utilization of the core after routing: 36.1%
Count of instantiated cells in the yosys netlist: 1,452
Clock root cell: clkbuf_16
Clock Tree Buf Depth: 2
Final hold violation count: 0
Dominant logic cell type in the layout: nand2_1
Most area-consuming cells after synthesis: dfrtp_1 (18%), ha_1 (8.3%), nand2_1 (6.7%), a21oi_1 (6.7%), nor2_1 (4.7%)
Clock sink total: 76
Core region area: 34,600 um2
Clock-pin slew of the registers on the worst-case setup and hold paths: 0.07 ns
Worst hold start: regB[18]
Post-CTS Repair Setup Buffers: 0
Final-layout setup total negative slack: 0 ns
Number of synthesized register bits: 76
Nature of the critical path endpoint: register
Global-route wire length before repair: 70.5 mm
TritonCTS clock tree: done
Tightest slew margin relative to the limit: 38.8%
Post-detail-place hpwl: 34.0 mm
DR pass1 iterations: 8
Switching pwr: 0.755 mW
Share of final-layout standard cells stronger than drive strength 1: 8.98%
Total congestion overflow after global routing: 0
Post-layout minimum cycle time: 10.31 ns
Worst flop-to-flop path startpoint: regA[5]
Launch point of the worst path: instruction[29]
Area of the synthesized netlist per yosys stat: 10,600 um2
Number of design-rule violations left by the first detailed-router iteration: 1,251
Post-cts resize count: 0
Chip width: 190 um
Period utilisation layout: 83.8%
Max capacitance violation total: 0
Cells after synthesis: 1,452
Final setup vio count: 0
Synth warn: 1
Number of flops mapped to enable cells by yosys: 0
Share of power burned in the clock network: 18.1%
Layout Skew: 0.0111 ns
Capture point of the worst reg-to-reg path: regC[1]
Logic area: 8100 um2
Weighted congestion at the end of routability-driven global placement: 0.980
Tally of OpenROAD warnings: 29
Pre-CTS setup slack: 1.77 ns
RSZ-0062 raised after global routing: no
cell families (layout without fill, tap and decap cells):
logic type	after synthesis	count (layout)	share of synthesized area (%)
and+or+nand+nor	506	506	22.3
AOI/OAI and AO/OA	492	492	30.4
buffers and inverters	144	207	5.86
muxes	83	83	8.35
xor gates and xnor gates	80	80	6.69
DFF	76	76	18.0
adders and majority gates	71	71	8.46
critical path, stage by stage:
cell and delay (ns):
clkdlybuf4s50_1 1.05, nand4b_4 0.55, nor4_1 0.44, a2bb2oi_2 0.21, o21ai_2 0.17, nor2_8 0.62, mux2i_1 0.29, a2111oi_2 0.56
nand3_1 0.15, a21oi_1 0.50, inv_1 0.11, o31ai_1 0.26, xor2_1 0.23, ha_1 0.30, a211oi_1 0.22, nor2_1 0.09
o21a_1 0.17, o21a_1 0.16, nor3_1 0.23, o211ai_1 0.22, or3_1 0.38, a311oi_1 0.38, xor2_2 0.37, nor2_1 0.08
a221o_1 0.33
layout make-up:
type	instances	share of cell area [%]
Multi-Input combinational cell	1232	64.9
Sequential cell	76	15.2
Timing Repair Buffer	163	12.0
Tap cell	455	4.56
Clock buffer	11	1.94
Inverter	28	0.852
Clock inverter	5	0.471
power groups by stage:
stage	registers (mW)	logic (mW)	clock network [mW]
CTS	0.393	0.928	0.298
global route	0.401	1.03	0.307
finish	0.394	0.934	0.294
routing by layer:
| metal | GRT usage [%] | vias up | wire (um) |
|---|---|---|---|
| met5 | 0 | - | 51 |
| li1 | - | 5464 | - |
| met3 | 4.42 | 102 | 3790 |
| met2 | 42.0 | 597 | 21600 |
| met1 | 36.4 | 5606 | 19200 |
| met4 | 8.41 | 2 | 1690 |
synthesized netlist by cell type, types with 4 or more instances:
| master | instances |
|---|---|
| xnor2_1 | 42 |
| buf_6 | 5 |
| o221ai_1 | 12 |
| inv_1 | 26 |
| buf_2 | 15 |
| o211ai_1 | 11 |
| nand2_1 | 190 |
| a311o_1 | 8 |
| a211oi_1 | 21 |
| clkbuf_1 | 82 |
| o22ai_1 | 9 |
| nand3_1 | 36 |
| a211o_1 | 4 |
| o21ai_1 | 8 |
| or3_1 | 11 |
| or2_2 | 5 |
| o21ai_0 | 93 |
| a311oi_1 | 19 |
| and2_1 | 11 |
| nor2b_1 | 12 |
| o21a_1 | 12 |
| o2111ai_1 | 5 |
| nor2_1 | 132 |
| mux2_2 | 36 |
| xor2_1 | 37 |
| dfrtp_1 | 76 |
| nand2b_1 | 17 |
| and3_1 | 16 |
| a31o_2 | 4 |
| nor3_1 | 38 |
| a21o_1 | 36 |
| o31ai_1 | 15 |
| buf_1 | 9 |
| nor4_1 | 10 |
| mux2i_1 | 44 |
| ha_1 | 70 |
| a21oi_1 | 141 |
| o21bai_1 | 6 |
| a22oi_1 | 28 |
| a31oi_1 | 24 |
| nand4_1 | 5 |
state kept, by name, summed over array words and instances (netlist names):
name  count
regC      3
regA     32
regB     32
pc        9
worst min path at each step:
stage         endpoint  slack, ns  depth (start not counted)
finish        regB[18]       0.51                          1
global route  regB[18]       0.53                          1
CTS           regB[18]       0.51                          1
through the flow:
| step | power, mW | hold WS [ns] | instances | area (um2) |
|---|---|---|---|---|
| after floorplan | 0.951 | 0.450 | 1452 | 10600 |
| after detailed placement | 1.32 | 0.495 | 1954 | 12200 |
| final | 1.62 | 0.512 | 1970 | 12500 |
| after global routing | 1.73 | 0.527 | 1970 | 12500 |
| after global placement | 1.32 | 0.486 | 1954 | 12200 |
| after CTS | 1.62 | 0.512 | 1970 | 12500 |
No activity file was given, so power comes from the tool's default toggle rates.
