File: design.v
`timescale 1ns / 1ps
module control (
	input 	    clk,
	input 	    rst,
	input 	    data_in_valid,
	input [1:0] cnt_data,
	output 	    cnt_rst, cnt_en,
	output 	    reg_en
);
   reg   state, state_nxt;
   always @ (posedge clk) begin
      if(rst)
	state <= 1'b0;
      else
	state <= state_nxt;
   end
   always @* begin
      state_nxt = state;  
      case (state)
	1'b0:  
	  if(data_in_valid)  
	    state_nxt = 1'b1;
	default:; 
      endcase    
   end 
   assign cnt_rst = data_in_valid;
   assign cnt_en = (state != 1'b0);  
   assign reg_en = data_in_valid | (cnt_data < 2'd3);  
endmodule
`timescale 1ns/1ps
module counter (
  input 	   clk,
  input 	   rst,
  input 	   en,
  output reg [1:0] data_out
);
   always @ (posedge clk) begin
      if (rst == 1'b1) begin	 
	 data_out <= 2'b0;
      end
      else if (en == 1'b1 ) begin	  
	 if(data_out != 2'b11)		 
	    data_out <= data_out+1'b1;   
      end
   end
endmodule
`timescale 1ns/1ps
module register (
  input		    clk,
  input             en,
  input    [31:0] data_in,   
  output reg [31:0] data_out    
);
always @ (posedge clk)
   if (en == 1'd1) 
     data_out <= data_in;
endmodule
`timescale 1ns / 1ps
module top (  
	input 	      clk,
	input 	      rst,
	input [7:0]   data_in,
	input 	      data_in_valid,
	output [31:0] data_out,
	output 	      data_out_valid
);
   wire 	      cnt_rst, cnt_en;
   wire [1:0] 	      count;
   wire 	      reg_en;
   wire [31:0] 	      reg_data_in, reg_data_out;
   assign data_out = reg_data_out;
   assign data_out_valid = data_in_valid;
   assign reg_data_in = data_in_valid? data_in : data_in*reg_data_out;
   counter cnt (
	       	.clk(clk),
	       	.rst(cnt_rst),
	       	.en(cnt_en),
	       	.data_out(count)
		);
   register preg (
	       	    .clk(clk),
	       	    .en(reg_en),
	       	    .data_in(reg_data_in),
	       	    .data_out(reg_data_out)
		    );
   control controler (
		      .clk(clk),
		      .rst(rst),
		      .data_in_valid(data_in_valid),
		      .cnt_data(count),
		      .cnt_rst(cnt_rst), 
		      .cnt_en(cnt_en),
		      .reg_en(reg_en)
		      );
endmodule
File: run.sh
#!/bin/bash
# OpenROAD 26Q1-2900-gdf79404cd8, Yosys 0.63+post, stock flow scripts
make -C /OpenROAD-flow-scripts/flow DESIGN_CONFIG=/design/flow/config.mk WORK_HOME=/design/flow/orfs finish
File: config.mk
export PLATFORM = sky130hd
export DESIGN_NAME = top
export DESIGN_NICKNAME = top
export VERILOG_FILES = /design/flow/design.v
export SDC_FILE = /design/flow/constraint.sdc
export NUM_CORES = 4
export LEC_CHECK = 1
export CORE_UTILIZATION = 30
File: constraint.sdc
current_design top

set clk_period 13.2
set clk_io_pct 0.2

create_clock -name clk0 -period $clk_period [get_ports {clk}]

set non_clock_inputs [all_inputs -no_clocks]
set_input_delay [expr $clk_period * $clk_io_pct] -clock clk0 $non_clock_inputs
set_output_delay [expr $clk_period * $clk_io_pct] -clock clk0 [all_outputs]
==> CHANGELOG.md <==
### Changed

- Total cell area reported by yosys after synthesis: ~8000 um2
- Hold/Removal Path Class: reg2reg
- Worst Tran Pin Value: 540.7 ps
- Clock buffers created by TritonCTS: 5
- Part of the cycle the worst path needs: 57.75%
- Cell type with the largest total area after synthesis: sky130_fd_sc_hd__fa_1
- Worst-case reg-to-reg path depth: 14
- Placement-stage cell area: 8796 um2
- Headroom to the max-slew limit: 63.02%
- Setup tns final: 0 ps
- Async S/R FF share, synth: 0%
- Top logic cell by instance count in the layout: sky130_fd_sc_hd__and2_1
- Critical path peak fanout: 30
- Area growth from synthesis to final layout: 12.03%
- Avg Inst Size Synth: 9.462 um2
- Top-area cell share: about two fifths
- Endpoint class of the critical path: flop
- Post-CTS clock slew at the launch and capture registers of the worst setup and hold paths: 60 ps
- Number of DRC markers after the initial detailed-route iteration: 169
- Count of synthesis-stage warnings from yosys: 3
- Final ANT Viol Nets: 0
- Setup slack of the worst register-to-register path: 8030 ps
- Die width: 165.1 um
- Worst Hold Path Cells: 2
- Number of global-route vias before repair: 6,063
- Final routed wirelength across all metal layers: between 15 and 20 mm
- Class of the most critical setup path: in2reg
- Root cell of the clock tree: sky130_fd_sc_hd__clkbuf_16
- CTS tree: built
- First-pass GRT wire length: 31.55 mm
- Run status: complete, no violations
- Number of buffers inserted for hold repair after clock tree synthesis: 0
- Filler cell count in the final layout: around 2,600
- Final setup vio count: 0
- Worst slack, placed: ~5300 ps
- Number of H-tree levels: 2
- Die Area: 27,240 um2
- Cell count after placement: ~1,200
- Final critical path time including I/O delays and setup: ~7600 ps
- Worst setup startpoint: data_in[3]
- Most frequently placed logic cells in the final layout: sky130_fd_sc_hd__and2_1 (174), sky130_fd_sc_hd__fa_1 (156), sky130_fd_sc_hd__inv_1 (138), sky130_fd_sc_hd__nand2_1 (75), sky130_fd_sc_hd__clkdlybuf4s50_1 (43)
- Worst Path Arrival: about 7700 ps
- Fin area: 8936 um2
- Top area cells in the synthesized netlist: sky130_fd_sc_hd__fa_1 (39%), sky130_fd_sc_hd__and2_1 (14%), sky130_fd_sc_hd__edfxtp_1 (12%)
- Routability-driven placement congestion ratio: 0.8709
- Required time at the endpoint of the critical path: 13,230 ps
- Worst setup path endpoint: preg.data_out[24]
- Antenna violations before repair: 0
- RSZ-0062 raised after global routing: no
- Total number of vias: 5,674
- Number of warning messages in the logs: 25
- 1st-pass router iterations: 4
- Sequential share of the synthesized area: 12.80%
- Number of synthesized register bits: 35
- Kind of start point of the critical path: input pin
- Hold Fails Final Rpt: 0
- Gate Count Post-Synth: around 840
- Initial Utilization: 30.61%
- DIE HEIGHT: 165.1 um
- # Post-CTS Setup Buffers: 0
- Fin util: 34.29%
- Overall fraction of global-route tracks in use: 15.46%
- Final Skew: 8.249 ps
- Worst reg2reg endpoint: preg.data_out[25]
- Sum of net half-perimeters after detailed placement: 13.96 mm
- DRC errors left: 0
- Site row count: 59
- Insertion delay of the later-clocked pin in the worst-skew pair: 280 ps
- Leading register cell type out of synthesis: sky130_fd_sc_hd__edfxtp_1
- Post-synth tally of flip-flops with integrated enable: 32
- Quantity of gates resized following cts: 0
- Clock Tree Buf Depth: 2
- Max-cap viol count: 0
- Highest achievable clock rate: ~130 MHz
- Maximum number of pins on one net before global-route repair: ~45
- Share of post-route cells with drive strength above 1: 3.307%
- Ys cells: 843
- Synth cell types: 53
- Vias/cell: 4.682
- Reg-to-reg startpoint: preg.data_out[8]
- Count of inserted antenna diode cells: 0
- Core footprint: 26,060 um2
- GRT Residual Overflow: 0
- Wirelength per Cell: 14.95 um
- Final Slew Violations: 0
- Total number of clock tree sinks: 35
- Final setup slack of the worst path: 5576 ps
- Finished Layout Cells: 1,212
- Count of buffers inserted at the top-level ports: 43
- Mapped cell area: 7976 um2
- Boundary pin count: ~44
- Worst hold-check slack: 458.2 ps
[synthesized netlist by cell type, types with 2 or more instances]
cell type	n
sky130_fd_sc_hd__a211o_1	4
sky130_fd_sc_hd__a211oi_1	5
sky130_fd_sc_hd__a21o_1	6
sky130_fd_sc_hd__a21oi_1	28
sky130_fd_sc_hd__a21oi_2	3
sky130_fd_sc_hd__a31oi_1	3
sky130_fd_sc_hd__and2_1	174
sky130_fd_sc_hd__and3_1	4
sky130_fd_sc_hd__clkbuf_1	26
sky130_fd_sc_hd__dfxtp_1	3
sky130_fd_sc_hd__edfxtp_1	32
sky130_fd_sc_hd__fa_1	156
sky130_fd_sc_hd__ha_1	41
sky130_fd_sc_hd__inv_1	138
sky130_fd_sc_hd__mux2_1	3
sky130_fd_sc_hd__mux2_2	3
sky130_fd_sc_hd__nand2_1	75
sky130_fd_sc_hd__nand2b_1	3
sky130_fd_sc_hd__nand3_1	3
sky130_fd_sc_hd__nor2_1	36
sky130_fd_sc_hd__nor2b_1	8
sky130_fd_sc_hd__nor3_1	5
sky130_fd_sc_hd__o211ai_1	2
sky130_fd_sc_hd__o21a_1	6
sky130_fd_sc_hd__o21ai_0	13
sky130_fd_sc_hd__o21ai_1	3
sky130_fd_sc_hd__o21bai_1	3
sky130_fd_sc_hd__o311ai_0	2
sky130_fd_sc_hd__o31ai_1	3
sky130_fd_sc_hd__or4_1	2
sky130_fd_sc_hd__xnor2_1	17
sky130_fd_sc_hd__xor2_1	12
[metal layers]
layer	GRT usage, %	wire length, um	up-vias
li1	-	-	2674
met1	21.61	7753	2868
met2	26.28	9244	113
met3	3.183	874	19
met4	1.710	247	0
met5	0	0	-
[worst min path at each step]
stage,startpoint,to
finish,controler.state,controler.state
global route,controler.state,controler.state
CTS,controler.state,controler.state
[area by class of cell]
| class | instances | area (um2) | share of cell area [%] |
|---|---|---|---|
| inverter | 138 | 518.0 | 5.797 |
| tap | 335 | 419.2 | 4.691 |
| multi-input combinational | 643 | 6332 | 70.86 |
| sequential | 35 | 1021 | 11.43 |
| clock buffer | 7 | 132.6 | 1.484 |
| clock inverter | 1 | 7.507 | 0.08401 |
| timing repair buffer | 53 | 505.5 | 5.657 |
[logic make-up (layout without fill, tap and decap cells)]
kind of cell / Yosys count / count (layout) / share of synthesized area, %
flops: 35 / 35 / 12.80
xor+xnor: 30 / 30 / 3.467
simple gates: 316 / 316 / 21.38
mux: 8 / 8 / 1.161
fa+ha+maj: 197 / 197 / 45.58
compound gates: 92 / 92 / 7.796
buf+inv: 165 / 199 / 7.812
[worst max-delay path: stages]
cell and delay, ps:
sky130_fd_sc_hd__clkdlybuf4s50_1 450, sky130_fd_sc_hd__buf_4 320, sky130_fd_sc_hd__and2_1 210, sky130_fd_sc_hd__fa_1 440, sky130_fd_sc_hd__fa_1 500, sky130_fd_sc_hd__fa_1 520, sky130_fd_sc_hd__inv_1 60, sky130_fd_sc_hd__fa_1 480
sky130_fd_sc_hd__inv_1 40, sky130_fd_sc_hd__ha_1 360, sky130_fd_sc_hd__and3_1 220, sky130_fd_sc_hd__and3_1 190, sky130_fd_sc_hd__or4b_4 490, sky130_fd_sc_hd__a21oi_4 290, sky130_fd_sc_hd__o22ai_2 140, sky130_fd_sc_hd__mux2_4 300
[flip-flops by register name, indices dropped and copies added, names as in the netlist]
| name | flops |
|---|---|
| cnt.data_out | 2 |
| controler.state | 1 |
| preg.data_out | 32 |
